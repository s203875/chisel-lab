`run.sh`:
```
#!/bin/bash
# OpenROAD 26Q1-2900-gdf79404cd8, Yosys 0.63+post, stock flow scripts
make -C /OpenROAD-flow-scripts/flow DESIGN_CONFIG=/design/flow/config.mk WORK_HOME=/design/flow/orfs finish
```
`config.mk`:
```
export PLATFORM = sky130hd
export DESIGN_NAME = Hello
export DESIGN_NICKNAME = Hello
export VERILOG_FILES = /design/flow/design.v
export SDC_FILE = /design/flow/constraint.sdc
export NUM_CORES = 4
export LEC_CHECK = 1
export CORE_AREA = 10 10 108 108
export DIE_AREA = 0 0 118 118
```
`constraint.sdc`:
```
current_design Hello

set clk_period 6.1
set clk_io_pct 0.2

create_clock -name clk0 -period $clk_period [get_ports {clock}]

set non_clock_inputs [all_inputs -no_clocks]
set_input_delay [expr $clk_period * $clk_io_pct] -clock clk0 $non_clock_inputs
set_output_delay [expr $clk_period * $clk_io_pct] -clock clk0 [all_outputs]
```
`design.v`:
```
module Hello(
  input   clock,
  input   reset,
  output  io_led
);
  reg [31:0] cntReg;  
  reg  blkReg;  
  wire [31:0] _T_1 = cntReg + 32'h1;  
  assign io_led = blkReg;  
  always @(posedge clock) begin
    if (reset) begin  
      cntReg <= 32'h0;  
    end else if (cntReg == 32'h2faf07f) begin  
      cntReg <= 32'h0;  
    end else begin
      cntReg <= _T_1;  
    end
    if (reset) begin  
      blkReg <= 1'h0;  
    end else if (cntReg == 32'h2faf07f) begin  
      blkReg <= ~blkReg;  
    end
  end
endmodule
```
==> impl_metrics.json <==
{
  "wire_per_inst_um": 10.1,
  "layout_min_cycle_time_ns": 2.41,
  "dieHeight_um": 118,
  "aoi_share_pct": 6.03,
  "ys_top_cells_by_count": "sky130_fd_sc_hd__dfxtp_1, sky130_fd_sc_hd__nor2_1, sky130_fd_sc_hd__nand2_1",
  "post_synth_tally_of_flip_flops_with_integrated_enable": 0,
  "synthMuxAreaShare_pct": 0,
  "crit_fanout": 5,
  "worst-slew-pin-transition_ns": 0.701,
  "clock.latency.late_pin_ns": 0.27,
  "finalMaxSlewViolations": 0,
  "dr.first_iter.drc_count": 118,
  "detail_route.drc_violations": 0,
  "p_total_uw": 398,
  "floorplan.core_util_pct": 17.4,
  "synth_cells": 191,
  "setup_viol": 0,
  "floorplan.core_area_mm2": 0.00928,
  "leakagePower_uw": 0.000596,
  "layout-drive-gt1-share_pct": 8.08,
  "dp.final_hpwl_um": 2320,
  "avgSynthCellArea_um2": 8.47,
  "critPathKind": "flop to flop",
  "grt_pass1_vias": 1247,
  "synth_top_cell_by_count": "sky130_fd_sc_hd__dfxtp_1",
  "routabilityCongestion": 0.824,
  "grt_first_pass_wirelength_um": 5730,
  "min_from": "cntReg[0]$_SDFF_PP0_",
  "rows": 35,
  "grt_antenna_before_repair": 0,
  "final_layout_setup_total_negative_slack_ns": 0,
  "synth.lib_cells_used.distinct": 36,
  "synth-seq-cells": 33,
  "yosys-stat-cells": 191,
  "clkTransAtPathRegs_ns": 0.06,
  "die.size.x_um": 118,
  "route.vias.total": 1329,
  "globalRoute.totalOverflow": 0,
  "wire_length_reported_by_the_detailed_router_um": 3300,
  "stdcell_count": 327,
  "yosys_most_used_dff": "sky130_fd_sc_hd__dfxtp_1",
  "power.density_cell_area_mw_per_mm2": 212,
  "number_of_levels_the_h_tree_was_split_into": 2,
  "cp-end-kind": "flop",
  "cts-root-buf": "sky130_fd_sc_hd__clkbuf_8",
  "ys_sh_simple_pct": 38.4,
  "outcome": "finished clean",
  "vdd_ir_drop_max_mv": 0.0767,
  "final.fill_count": 1026,
  "synth.cellmix.xorXnorShare_pct": 12.5,
  "post_cts.repair.setup_buffers": 0,
  "cts_hold_buffers": 0,
  "r2r-start": "cntReg[0]$_SDFF_PP0_",
  "boundaryPins": 3,
  "area_delta_synth_final_pct": 16.2,
  "stdcell_area_mm2": 0.00188,
  "area_post_placement_mm2": 0.00179,
  "worst-endpoint-required_ns": 6.30,
  "dominant_cell_area_share_pct": 40.8,
  "fmax_mhz": 415,
  "hold_path.class": "flop to flop",
  "synth_seq_share_pct": 40.8,
  "netlist.top_cell.by_area": "sky130_fd_sc_hd__dfxtp_1",
  "asyncSetResetFlopFracSynth_pct": 0,
  "synth.cellmix.adderShare_pct": 0.773,
  "critPathLaunchType": "flop",
  "cts.repair.resized": 0,
  "critical_path_arrival_ns": 2.61,
  "cts_made_buffers": 5,
  "yosysChipArea_mm2": 0.00162,
  "post_synth_instance_area_mm2": 0.00162,
  "rsz0062_at_grt": "false",
  "post-place-cells": 320,
  "gr-usage-all-layers_pct": 4.66,
  "max-slew-margin-rel_pct": 52.9,
  "antenna_cells": 0,
  "drt-vias-per-instance": 4.06,
  "skew_ns": 0.00300,
  "postRouteAntennaNets": 0,
  "clk_path_buf_depth": 2,
  "regToRegSetupSlack_ns": 3.69,
  "top_logic_kind": "simple AND/OR/NAND/NOR gates",
  "finalCritPeriodShare_pct": 39.5,
  "pin_count_of_the_biggest_net_entering_global_routing": 22,
  "max-cap-violations": 0,
  "area_leaders": "sky130_fd_sc_hd__dfxtp_1, sky130_fd_sc_hd__xor2_1, sky130_fd_sc_hd__nor2_1",
  "finalHoldViolations": 0,
  "cts_tree": "yes",
  "design.die.area_mm2": 0.0139,
  "launch_point_of_the_worst_path": "cntReg[0]$_SDFF_PP0_",
  "tool_warnings": 25,
  "yosys_warnings": 1,
  "firstDrtPassIters": 4,
  "cts.sinks": 33,
  "total_of_buffers_placed_on_input_and_output_ports": 2
}
## power by group
| group | switching (µW) | total (µW) | leakage [µW] | internal, µW |
|---|---|---|---|---|
| sequential | 4.71 | 224 | 0.000267 | 219 |
| combinational | 7.37 | 12.4 | 0.000285 | 5.06 |
| clock | 72.1 | 162 | 0.0000443 | 89.4 |
## cells in the final DEF (no fill, tap or decap), types with 2 or more instances in the layout
cell type and instances:
sky130_fd_sc_hd__dfxtp_1 33, sky130_fd_sc_hd__nor2_1 30, sky130_fd_sc_hd__nand2_1 21, sky130_fd_sc_hd__xor2_1 18
sky130_fd_sc_hd__nand3_1 17, sky130_fd_sc_hd__nand4_1 8, sky130_fd_sc_hd__nor3_1 6, sky130_fd_sc_hd__clkbuf_8 6
sky130_fd_sc_hd__or3_1 5, sky130_fd_sc_hd__xnor2_1 5, sky130_fd_sc_hd__and3_1 5, sky130_fd_sc_hd__or4_1 4
sky130_fd_sc_hd__a21oi_1 4, sky130_fd_sc_hd__nor4_1 3, sky130_fd_sc_hd__inv_1 3, sky130_fd_sc_hd__o21ai_0 3
sky130_fd_sc_hd__a31oi_1 3, sky130_fd_sc_hd__nor4b_1 2, sky130_fd_sc_hd__nor4_2 2, sky130_fd_sc_hd__clkdlybuf4s50_1 2
## per-stage QoR
step	util (%)	hold slack [ns]	worst slack (ns)
after floorplan	-	0.441	4.15
after global placement	19.3	0.465	3.46
after detailed placement	19.3	0.473	3.42
after CTS	20.2	0.485	3.71
after global routing	20.2	0.520	3.56
final	20.2	0.485	3.69
## worst paths after layout
check,endpoint,cells after the start
worst max-delay path,cntReg[26]$_SDFF_PP0_,6
worst min-delay path,cntReg[0]$_SDFF_PP0_,1
worst max register to register,cntReg[26]$_SDFF_PP0_,6
worst min register to register,cntReg[0]$_SDFF_PP0_,1
## layer usage
metal / vias up / global-route usage, % / wire [µm]
li1: 688 / - / -
met1: 608 / 6.62 / 1610
met2: 31 / 7.20 / 1500
met3: 2 / 0.972 / 158
met4: 0 / 0.773 / 25
met5: - / 0 / 0
## cell families after synthesis
family	count (synthesis)
and+or+nand+nor	113
DFF	33
xor gates and xnor gates	23
AOI/OAI and AO/OA	15
buffers and inverters	6
adders and majority gates	1
## flip-flops by register name, indices dropped and copies added (netlist names)
name	cells
blkReg	1
cntReg	32
## layout make-up
type / instances / area (µm²) / share of cell area (%)
Sequential cell: 33 / 661 / 35.2
Multi-Input combinational cell: 152 / 932 / 49.6
Tap cell: 129 / 161 / 8.59
Timing Repair Buffer: 3 / 27.5 / 1.46
Inverter: 3 / 11.3 / 0.599
Clock buffer: 7 / 86.3 / 4.59
## worst max-delay path, cell delays in order, from the launching register on
cell and delay [ns]:
sky130_fd_sc_hd__dfxtp_1 0.40, sky130_fd_sc_hd__ha_1 0.29, sky130_fd_sc_hd__nand4_2 0.19, sky130_fd_sc_hd__nor4_2 0.67, sky130_fd_sc_hd__nand2_1 0.15, sky130_fd_sc_hd__or4_1 0.49, sky130_fd_sc_hd__a21oi_1 0.15
Power figures rest on the tool's default switching activity, not on a simulated workload.
