<file path="flow/run.sh">
#!/bin/bash
# OpenROAD 26Q1-2900-gdf79404cd8, Yosys 0.63+post, stock flow scripts
make -C /OpenROAD-flow-scripts/flow DESIGN_CONFIG=/design/flow/config.mk WORK_HOME=/design/flow/orfs finish
</file>
<file path="flow/config.mk">
export PLATFORM = sky130hd
export DESIGN_NAME = SevenSegDecoder
export DESIGN_NICKNAME = SevenSegDecoder
export VERILOG_FILES = /design/flow/design.v
export SDC_FILE = /design/flow/constraint.sdc
export NUM_CORES = 4
export LEC_CHECK = 1
export CORE_AREA = 10 10 70 70
export DIE_AREA = 0 0 80 80
</file>
<file path="flow/constraint.sdc">
current_design SevenSegDecoder

set clk_period 1.3
set clk_io_pct 0.2

create_clock -name clk0 -period $clk_period

set non_clock_inputs [all_inputs -no_clocks]
set_input_delay [expr $clk_period * $clk_io_pct] -clock clk0 $non_clock_inputs
set_output_delay [expr $clk_period * $clk_io_pct] -clock clk0 [all_outputs]
</file>
<file path="flow/design.v">
module SevenSegDecoder(
  input        clock,
  input        reset,
  input  [3:0] io_sw,
  output [6:0] io_seg,
  output [3:0] io_an
);
  wire  _T = 4'h0 == io_sw;  
  wire  _T_1 = 4'h1 == io_sw;  
  wire  _T_2 = 4'h2 == io_sw;  
  wire  _T_3 = 4'h3 == io_sw;  
  wire  _T_4 = 4'h4 == io_sw;  
  wire  _T_5 = 4'h5 == io_sw;  
  wire  _T_6 = 4'h6 == io_sw;  
  wire  _T_7 = 4'h7 == io_sw;  
  wire  _T_8 = 4'h8 == io_sw;  
  wire  _T_9 = 4'h9 == io_sw;  
  wire  _T_10 = 4'ha == io_sw;  
  wire  _T_11 = 4'hb == io_sw;  
  wire  _T_12 = 4'hc == io_sw;  
  wire  _T_13 = 4'hd == io_sw;  
  wire  _T_14 = 4'he == io_sw;  
  wire  _T_15 = 4'hf == io_sw;  
  wire [6:0] _GEN_0 = _T_15 ? 7'h71 : 7'h0;  
  wire [6:0] _GEN_1 = _T_14 ? 7'h79 : _GEN_0;  
  wire [6:0] _GEN_2 = _T_13 ? 7'h5e : _GEN_1;  
  wire [6:0] _GEN_3 = _T_12 ? 7'h39 : _GEN_2;  
  wire [6:0] _GEN_4 = _T_11 ? 7'h7c : _GEN_3;  
  wire [6:0] _GEN_5 = _T_10 ? 7'h77 : _GEN_4;  
  wire [6:0] _GEN_6 = _T_9 ? 7'h6f : _GEN_5;  
  wire [6:0] _GEN_7 = _T_8 ? 7'h7f : _GEN_6;  
  wire [6:0] _GEN_8 = _T_7 ? 7'h7 : _GEN_7;  
  wire [6:0] _GEN_9 = _T_6 ? 7'h7d : _GEN_8;  
  wire [6:0] _GEN_10 = _T_5 ? 7'h6d : _GEN_9;  
  wire [6:0] _GEN_11 = _T_4 ? 7'h66 : _GEN_10;  
  wire [6:0] _GEN_12 = _T_3 ? 7'h4f : _GEN_11;  
  wire [6:0] _GEN_13 = _T_2 ? 7'h5b : _GEN_12;  
  wire [6:0] _GEN_14 = _T_1 ? 7'h6 : _GEN_13;  
  wire [6:0] sevSeg = _T ? 7'h3f : _GEN_14;  
  assign io_seg = ~sevSeg;  
  assign io_an = 4'he;  
endmodule
</file>
==> flow_metrics.env <==
# physical design summary
export IMPL_antenna_found_initial=0
export IMPL_clkPwrFrac_pct=0
export IMPL_finalSetupViolCount=3
export IMPL_p_leak_nw=0.2579
export IMPL_worstPathCellList="buf_8 > buf_6 > nor3b_4 > buf_6 > buf_6 > a211oi_2 > a21oi_1 > buf_2"
export IMPL_min_path_type="in2out"
export IMPL_syn_to_final_growth_pct=125.9
export IMPL_period_used_pct=111.6
export IMPL_ys_sh_adder_pct=4.569
export IMPL_synth_top_area_share_pct=15.23
export IMPL_critPathMaxStageDelay_ps=190
export IMPL_row_count=21
export IMPL_synth_stat_cells=36
export IMPL_n_antenna_cell=0
export IMPL_finalWirelength_mm=1.051
export IMPL_routed_via_density=3.185
export IMPL_top_area_cell="buf_4"
export IMPL_nClkBuffers=0
export IMPL_dieArea_um2=6400
export IMPL_grt_pass1_wl_mm=1.607
export IMPL_layout_setup_ws_ps=-150.3
export IMPL_dp_hpwl_um=707.5
export IMPL_p_per_area_nw_per_um2=294.6
export IMPL_ys_sh_mux_pct=0
export IMPL_core_area_um2=3416
export IMPL_critPathTopFamily="buffers and inverters"
export IMPL_dp_cells=99
export IMPL_first_global_vias=344
export IMPL_ff_count=0
export IMPL_ys_sh_aoi_pct=36.55
export IMPL_instances_no_fill=108
export IMPL_die_w_um=80
export IMPL_initCoreUtil_pct=7.216
export IMPL_switchingPower_uw=66.21
export IMPL_synth_distinct_cells=21
export IMPL_hold_buffers=0
export IMPL_synth_chip_area_um2=246.5
export IMPL_critPathBufInv=5
export IMPL_seq_area_um2=0
export IMPL_yosysSeqAreaShare_pct=0
export IMPL_grt_overflow_total=0
export IMPL_ios=17
export IMPL_synth_logic_top_family="AND-OR/OR-AND gates"
export IMPL_drive_gt1_share_pct=72.58
export IMPL_syn_inst=36
export IMPL_grt_util_all_layers_pct=2.955
export IMPL_port_buffers=11
export IMPL_die_height_um=80
export IMPL_postSynthAreaPerCell_um2=6.847
export IMPL_worstPathArrival_ps=1190
export IMPL_drc=0
export IMPL_ir_drop_v=0.00004725
export IMPL_holdPathStages=4
export IMPL_swShare_pct=40.37
export IMPL_rsz0062_at_grt="yes"
export IMPL_holdPathEnd="io_seg[3]"
export IMPL_maxCapViolCount=0
export IMPL_wl_per_cell_um=9.731
export IMPL_crit_type="in2out"
export IMPL_tool_warnings=36
export IMPL_drt_iter0_drc=44
export IMPL_fin_setup_tns_ps=-247.1
export IMPL_n_fill_cell=376
export IMPL_ys_top_cells_by_area="buf_4, a21oi_1, buf_6"
export IMPL_finalHoldViolCount=0
export IMPL_combPwrFrac_pct=100.0
export IMPL_drtAntennaViolNets=0
export IMPL_crit_path_end_kind="output port"
export IMPL_first_pass_iters=2
export IMPL_drv_slew=0
export IMPL_required_ps=1040
export IMPL_status="finished, violations left"
export IMPL_simple_gate_share_pct=23.35
export IMPL_ys_warn_count=0
export IMPL_xor_share_pct=3.553
export IMPL_gp_congestion=0.7283
export IMPL_fin_crit_ps=1450
export IMPL_min_from="io_sw[2]"
export IMPL_cp_slowest_cell="nor3b_4"
export IMPL_p_seq_share_pct=0
export IMPL_power_internal_uw=97.80
export IMPL_vias=344
export IMPL_crit_path_frequent_cell="buf_6"
export IMPL_synthTopCellsByCount="a21oi_1, buf_4, o21ai_0"
export IMPL_grt_max_degree=10
export IMPL_cp_start_kind="input port"
export IMPL_cp_max_fo=5
export IMPL_synth_area_um2=246.5
export IMPL_max_freq_mhz=689.5
export IMPL_violations="negative setup slack"
layout make-up:
| cell class | count | area, um2 | share of cell area, % |
|---|---|---|---|
| Tap cell | 46 | 57.56 | 10.34 |
| Inverter | 3 | 13.76 | 2.472 |
| Timing Repair Buffer | 31 | 259.0 | 46.52 |
| Multi-Input combinational cell | 28 | 226.5 | 40.67 |
cell families after synthesis:
group,Yosys count
AND-OR/OR-AND,13
buffers and inverters,10
AND/OR/NAND/NOR,9
other,2
XOR/XNOR,1
adder cells (fa/ha/maj),1
per-layer routing:
layer / share of wire (%) / wire, um / up-vias / GRT usage [%]
li1: - / - / 173 / -
met1: 47 / 499 / 162 / 3.889
met2: 50 / 528 / 9 / 5.457
met3: 2.1 / 22 / 0 / 0.1136
met4: 0 / 0 / 0 / 0
met5: 0 / 0 / - / 0
worst min-delay path: stages:
cell	delay, ps
buf_12	100
a21oi_1	60
a21oi_1	130
buf_2	110
cells in the final DEF, fill, tap and decap left out, types with 2 or more instances in the layout:
master / count
a21oi_1: 5
buf_2: 8
buf_4: 14
buf_6: 7
conb_1: 4
inv_2: 2
nor2_1: 2
o21ai_0: 2
power groups by stage:
stage	Sequential, mW	Combinational, mW	Clock (mW)
4_1_cts	0	0.147	0
5_1_grt	0	0.179	0
6_report	0	0.164	0
worst max path at each step:
stage     slack, ps         to  depth (start not counted)     start
6_report       -150  io_seg[1]                          8  io_sw[3]
5_1_grt        -230  io_seg[1]                          8  io_sw[3]
4_1_cts        -120  io_seg[3]                          8  io_sw[3]
per-stage QoR:
| step | worst slack [ps] | hold WS [ps] | power (mW) | util (%) | cell area (um2) |
|---|---|---|---|---|---|
| CTS | -117.5 | 876.3 | 0.1468 | 14.87 | 508.0 |
| floorplan | 199.9 | 543.1 | 0.06420 | - | 254.0 |
| detailed placement | -910.3 | 1640 | 0.1352 | 13.00 | 444.2 |
| finish | -150.3 | 923.7 | 0.1640 | 16.30 | 556.8 |
| global route | -230.3 | 942.5 | 0.1789 | 16.30 | 556.8 |
| global placement | -904.7 | 1638 | 0.1340 | 13.00 | 444.2 |
what timing repair did:
action                                  4_1_cts  5_1_grt
gates cloned                                  1        0
pin swaps                                     6        9
resized                                      56       11
endpoints found under the setup margin        7        6
setup buffers                                 7        2
Power and IR drop assume default switching activity.
